File: design/flow/run.sh
#!/bin/bash
# OpenROAD 26Q1-2900-gdf79404cd8, Yosys 0.63+post, stock flow scripts
make -C /OpenROAD-flow-scripts/flow DESIGN_CONFIG=/design/flow/config.mk WORK_HOME=/design/flow/orfs finish
File: design/flow/config.mk
export PLATFORM = sky130hd
export DESIGN_NAME = Decoder
export DESIGN_NICKNAME = Decoder
export VERILOG_FILES = /design/flow/design.v
export SDC_FILE = /design/flow/constraint.sdc
export NUM_CORES = 4
export LEC_CHECK = 1
export CORE_UTILIZATION = 40
File: design/flow/constraint.sdc
current_design Decoder

set clk_period 4.3
set clk_io_pct 0.2

create_clock -name clk0 -period $clk_period [get_ports {clk}]

set non_clock_inputs [all_inputs -no_clocks]
set_input_delay [expr $clk_period * $clk_io_pct] -clock clk0 $non_clock_inputs
set_output_delay [expr $clk_period * $clk_io_pct] -clock clk0 [all_outputs]
File: design/flow/design.v
module Decoder (
    input wire clk,
    input wire rst,
    input wire [3:0] row,
    output reg [3:0] col,
    output reg [3:0] DecodeOut
);
    reg [19:0] sclk;
    always @(posedge clk or posedge rst) begin
        if (rst) begin
            DecodeOut <= 4'b0000;
            sclk <= 20'b0;
        end else begin
            case (sclk)
                20'b00011000011010100000: begin  
                    col <= 4'b0111;
                    sclk <= sclk + 1;
                end
                20'b00011000011010101000: begin
                    case (row)
                        4'b0111: DecodeOut <= 4'h1;  
                        4'b1011: DecodeOut <= 4'h4;  
                        4'b1101: DecodeOut <= 4'h7;  
                        4'b1110: DecodeOut <= 4'h0;  
                    endcase
                    sclk <= sclk + 1;
                end
                20'b00110000110101000000: begin  
                    col <= 4'b1011;
                    sclk <= sclk + 1;
                end
                20'b00110000110101001000: begin
                    case (row)
                        4'b0111: DecodeOut <= 4'h2;
                        4'b1011: DecodeOut <= 4'h5;
                        4'b1101: DecodeOut <= 4'h8;
                        4'b1110: DecodeOut <= 4'hF;
                    endcase
                    sclk <= sclk + 1;
                end
                20'b01001001001111100000: begin  
                    col <= 4'b1101;
                    sclk <= sclk + 1;
                end
                20'b01001001001111101000: begin
                    case (row)
                        4'b0111: DecodeOut <= 4'h3;
                        4'b1011: DecodeOut <= 4'h6;
                        4'b1101: DecodeOut <= 4'h9;
                        4'b1110: DecodeOut <= 4'hE;
                    endcase
                    sclk <= sclk + 1;
                end
                20'b01100001101010000000: begin  
                    col <= 4'b1110;
                    sclk <= sclk + 1;
                end
                20'b01100001101010001000: begin
                    case (row)
                        4'b0111: DecodeOut <= 4'hA;
                        4'b1011: DecodeOut <= 4'hB;
                        4'b1101: DecodeOut <= 4'hC;
                        4'b1110: DecodeOut <= 4'hD;
                    endcase
                    sclk <= 20'b0;  
                end
                default: begin
                    sclk <= sclk + 1;
                end
            endcase
        end
    end
endmodule
==> flow_metrics.tcl <==
# collected from the flow reports
set metrics [dict create \
    max-vdd-ir-drop_uv 146 \
    final.setup.tns_ns 0 \
    ys_area_um2 1670 \
    syn_inst 157 \
    antenna_found_initial 0 \
    aoi_share_pct 8.47 \
    design_area_um2 1870 \
    edf_count 4 \
    drc 0 \
    startpoint_type "flop" \
    synthMuxAreaShare_pct 3.22 \
    topCombFamilyByArea "simple AND/OR/NAND/NOR gates" \
    fmax_mhz 393 \
    ff2ff_path_depth 3 \
    fin_crit_sh_pct 59.2 \
    syn_area_um2 1670 \
    synth_area_leader_cell "dfrtp_1" \
    antenna_left 0 \
    cp_data_required_time_ns 4.21 \
    via_per_inst 5.58 \
    dr.first_iter.drc_count 35 \
    layout-drive-gt1-share_pct 15.9 \
    status "finished, final reports clean" \
    grt_max_degree 17 \
    crit_fanout 11 \
    top_layer_used "met4" \
    drv_slew 0 \
    cts.path.max_buffers 2 \
    synth-main-ff-cell "dfrtp_1" \
    fp.dieH_um 66.6 \
    dieArea_um2 4430 \
    yosys.area_share.simple_pct 29.7 \
    ys_ff 28 \
    ys_cells 157 \
    openroad.warnings 26 \
    cts-hold-fix-buffers 0 \
    cp_slowest_cell "nor4_2" \
    yosysMostFrequentCell "dfrtp_1" \
    ys_seq_share_pct 43.2 \
    cts_buffers 3 \
    setup_violations 0 \
    period_needed_ns 2.54 \
    rsz0062_at_grt "no" \
    adder_share_pct 1.50 \
    arrival_ns 2.46 \
    yosys-top-cells-count "24 x dfrtp_1, 14 x nand3_1, 13 x xnor2_1" \
    postCtsResizedCells 0 \
    cpPeakStageDelay_ns 0.73 \
    fp_util_pct 41.7 \
    post_cts.repair.setup_buffers 0 \
    min_from "DecodeOut[3]" \
    worstSkewPairLatency_ns 0.27 \
    grt-ovfl-total 0 \
    r2r_end "col[2]" \
    power_density_nw_per_um2 231 \
    clk_pin_slew_ns 0.09 \
    wl_per_cell_um 14.7 \
    setup_ws_ns 1.76 \
    hold_viol 0 \
    grt_pass1_vias 1155 \
    area_delta_synth_final_pct 12.1 \
    regToRegSetupSlack_ns 1.76 \
    pre_cts_slack_ns 1.73 \
    m1WireLength_um 1560 \
    top_cells_by_area "dfrtp_1 36%, edfxtp_1 7.2%, xnor2_1 6.8%, nand3_1 4.2%, xor2_1 3.7%" \
    syn_avg_cell_area_um2 10.6 \
    stdcell_count 220 \
    place_hpwl_um 2360 \
    whs_endpoint "DecodeOut[3]" \
    combGateArea_um2 891 \
    grt_pass1_wl_um 5410 \
    path_class "reg2reg" \
    yosysUniqueCellTypes 47 \
    io_buffers 13 \
    core_area_um2 4000 \
    fin_skew_ns 0.00439 \
    gp_congestion 0.858 \
    io-pin-count 14 \
    min_path_cells 1 \
    ys_warn_count 1 \
    drt_pass1_iterations 4 \
    xor_area_share_pct 10.5 \
    root_buffer "clkbuf_8" \
    async_reset_ff_share_pct 85.7 \
    routed_wirelength_um 3230 \
    leakage_nw 0.718 \
    n_fill_cell 356 \
    path_cells "nor4_2 > nand4_1 > a311oi_1" \
    netlist.area_leader.share_pct 36.0 \
    flop_area_um2 721 \
    antenna-diode-count 0 \
    hp-class "reg2reg" \
    slew_headroom_pct 46.6 \
    cts_max_level 1 \
    wl_met3_um 192 \
    rows 23 \
    tightest_slew_ns 0.794 \
    cts_tree "done" \
    placedInstanceArea_um2 1830 \
    dp.cells 216 \
    vias 1227 \
    grt_usage_pct 16.5 \
    cts.sinks 28 \
    r2r-start "sclk[4]" \
    fp.dieW_um 66.6 \
    hold_ws_ns 0.494 \
    wl_met2_um 1440 \
    drv_cap 0 \
    end_kind "flop" \
]
## routing by layer
metal / vias to the layer above / global-route usage [%]
li1: 604 / -
met1: 591 / 25.9
met2: 28 / 24.5
met3: 4 / 3.47
met4: 0 / 2.93
met5: - / 0
## cell type report
class | instances | share of cell area (%)
clock inverters | 1 | 0.201
well taps | 50 | 3.34
flip-flops and latches | 28 | 38.5
multi-input cells | 120 | 47.6
repair buffers | 14 | 7.35
clock buffers | 3 | 2.21
inverters | 4 | 0.802
## cell families after synthesis
group	after synthesis
simple gates	74
compound gates	19
xor+xnor	20
buf+inv	9
fa+ha+maj	2
flops	28
mux	5
## sequential cells by signal (all words and copies together) (netlist names)
name / count
sclk: 20
col: 4
DecodeOut: 4
## cells in the final DEF, fill, tap and decap left out, types with 4 or more instances in the layout
| cell | count |
|---|---|
| nand2_1 | 11 |
| a21oi_1 | 4 |
| inv_1 | 4 |
| xnor2_1 | 13 |
| nor2_1 | 12 |
| clkdlybuf4s50_1 | 13 |
| dfrtp_1 | 24 |
| xor2_1 | 7 |
| nand4_1 | 6 |
| nand3_1 | 14 |
| edfxtp_1 | 4 |
## stage by stage
step	total power [mW]	util (%)
final	0.432	46.8
after global placement	0.295	45.7
after floorplan	0.286	-
after detailed placement	0.295	45.7
after global routing	0.454	46.8
after CTS	0.438	46.8
## power breakdown
part           switching [mW]  internal, mW  leakage [nW]
combinational          0.0121       0.00939         0.334
clock                  0.0789        0.0640        0.0231
sequential           0.000122         0.268         0.361
total                  0.0911         0.341         0.718
## critical path, delay by kind of cell (launching register included)
family | cells | cell delay, ns
simple gates | 2 | 1.09
compound gates | 1 | 0.68
flops | 1 | 0.42
## how the worst max path moves through the flow
stage | start | to | slack, ns | cells after the start
6_report | sclk[4] | col[2] | 1.76 | 3
5_1_grt | sclk[14] | col[0] | 1.55 | 3
4_1_cts | sclk[4] | col[3] | 1.79 | 3
Power figures rest on the tool's default switching activity, not on a simulated workload.

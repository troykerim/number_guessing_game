===== config.mk =====
export PLATFORM = sky130hd
export DESIGN_NAME = ssd_driver
export DESIGN_NICKNAME = ssd_driver
export VERILOG_FILES = /design/flow/design.v
export SDC_FILE = /design/flow/constraint.sdc
export NUM_CORES = 4
export LEC_CHECK = 1
export CORE_AREA = 10 10 70 70
export DIE_AREA = 0 0 80 80

===== constraint.sdc =====
current_design ssd_driver

set clk_period 1.4
set clk_io_pct 0.2

create_clock -name clk0 -period $clk_period

set non_clock_inputs [all_inputs -no_clocks]
set_input_delay [expr $clk_period * $clk_io_pct] -clock clk0 $non_clock_inputs
set_output_delay [expr $clk_period * $clk_io_pct] -clock clk0 [all_outputs]

===== design.v =====
`timescale 1ns / 1ps
module ssd_driver(
input wire[3:0] dig,
output wire [6:0] segment
    );
reg[6:0] segment_reg;
always @(*)
begin
case (dig[3:0])
      4'b0000: segment_reg = 7'b1111110;
      4'b0001: segment_reg = 7'b0110000;
      4'b0010: segment_reg = 7'b1101101;
      4'b0011: segment_reg = 7'b1111001;
      4'b0100: segment_reg = 7'b0110011;
      4'b0101: segment_reg = 7'b1011011;
      4'b0110: segment_reg = 7'b1011111;
      4'b0111: segment_reg = 7'b1110000;
      4'b1000: segment_reg = 7'b1111111;
      4'b1001: segment_reg = 7'b1110011;
      4'b1010: segment_reg = 7'b1110111;
      4'b1011: segment_reg = 7'b0011111;
      4'b1100: segment_reg = 7'b1001110;
      4'b1101: segment_reg = 7'b0111101;
      4'b1110: segment_reg = 7'b1001111;
      4'b1111: segment_reg = 7'b1000111;
      default : segment_reg = 7'b0000101;
    endcase 
end
assign segment = segment_reg;
endmodule

===== run.sh =====
#!/bin/bash
# OpenROAD 26Q1-2900-gdf79404cd8, Yosys 0.63+post, stock flow scripts
make -C /OpenROAD-flow-scripts/flow DESIGN_CONFIG=/design/flow/config.mk WORK_HOME=/design/flow/orfs finish

==> run notes <==
The implementation run finished. Cells with a size suffix above 1 make up 67.2% of the layout. STA classifies the critical path endpoint as an output pin. The report lists the cells along the critical path as buf_12, buf_8, ha_4, inv_2, mux2i_1, mux2_4, buf_2. The flow measured a signed area growth from synthesis to layout of 126%. Setup repair after global routing could not meet its margin everywhere. Horizontal die dimension landed at 80 um. Critical path data required time landed at 1120 ps.

In the synthesized netlist, mux cells make up 9.05% of the area. Across the VDD grid, the largest voltage drop is 0.0506 mV. In this run the core area contains 21 standard-cell rows.

The chip occupies 0.00640 mm^2. Switching part of the total power landed at 43.7%. The synthesized design devotes to its leading area cell type 31.7% of total area. Detailed-routing iteration count for the pre-antenna-repair pass landed at 4.

The flow ran to the end, but the final reports show violations. The smallest clock period supported by the final layout is computed as 1400 ps. The initial utilization of the core area, before any placement, comes to 8.10%. Summed over all layers, the routed wires come to 932 um. The number of buffers and inverters on the critical path is 4. The routed design ends up with an antenna cell count of 0. Among the non-sequential cells, adder cells take the most area. Area fraction in xor and xnor cells landed at 0%.

Number of logged tool warnings landed at 40. Per the detail_route report, the via count comes to 316. Data arrival time of the critical path landed at 1120 ps. Max-slew check failures listed in the final report amount to 0. The tightest min-delay check is of the primary input to output pin type.

The report lists the power per cell area as 254 mW/mm^2. The count of nets left with antenna violations once routing finished came out at 0. The timing report attributes the biggest portion of critical-path delay to buffers and inverters. Cell area after synthesis landed at 277 um^2.

In the synthesized netlist, the number of instances is 39. The clock network accounts for 0% of the total power. In this run the vertical extent of the chip is 80 um. Post-synth area from yosys stat landed at 277 um^2.

Summed area of non-filler cells in the final layout landed at 626 um^2. Wire length per cell after detailed routing landed at 8.96 um. By area the synthesized netlist is led by sky130_fd_sc_hd__ha_1 32%, sky130_fd_sc_hd__a21oi_1 9.0%, sky130_fd_sc_hd__inv_1 8.1%. Post-synthesis share of cell area spent on and-or and or-and gates landed at 23.1%.

Synthesized area divided by synthesized cell count landed at 7.09 um^2. For the worst min-delay path, the startpoint reported by OpenROAD is dig[3]. Relative max-transition margin landed at 88.9%. STA classifies the critical path startpoint as a primary input.

The pin closest to its max-slew limit shows a slew of 166 ps. Synthesized-area fraction occupied by and/or/nand/nor cells landed at 21.3%. Sequential share of power landed at 0%.

In the final report, the number of endpoints failing setup comes to 1. Part of the total power dissipated in combinational logic landed at 100.0%. The final critical path takes up 100% of the cycle. The core region is 0.00342 mm^2.

Reported leakage power landed at 0.245 nW. The synthesized design spends more area on one cell type than any other, namely sky130_fd_sc_hd__ha_1. Hold analysis lists the worst path endpoint as segment[5]. Counting the warning lines in the Yosys log gives 1. In the power breakdown, the internal column shows 0.0894 mW. Half-perimeter wire length after placement landed at 723 um.

The critical path in the final layout is reported with a setup slack of -1.80 ps. The number of sequential cells reported for the layout is 0. In this run, post-CTS hold repair placed 0 buffers.

Summing all placed instances gives a cell area of 478 um^2. By startpoint and endpoint, the worst setup path is classified as primary input to output pin. The final reports fail on negative setup slack. Along the worst path, the maximum fanout reaches 3. The switching component of the power was reported as 0.0695 mW.

Pin count of the biggest net entering global routing landed at 11. The final hold violation count recorded for this run is 0. The longest incremental delay of any stage on the critical path is reported as 250 ps. The synthesized netlist devotes 31.7% of its cell area to adder and majority cells. In this run the count of I/O pins placed on the die edge is 11.

In the Yosys report the total cell count is 39. The first global-routing pass estimated 1.51 mm of wire. The netlist uses 17 different library cells. Number of instances on the worst hold path landed at 4.

Clock buffer count landed at 0. The number of global-route vias before repair was 330. Routability-driven placement finished with a final weighted congestion of 0.763.

Total congestion overflow landed at 0. The initial antenna violation count is 0. In the Yosys report, the sequential cells make up 0% of the chip area. Register area landed at 0 um^2. The tool flagged a number of max-cap violations equal to 0.

The slowest stage of the critical path belongs to the cell sky130_fd_sc_hd__mux2_4. Starting DRC count in detailed routing landed at 10. For this run, the detailed router reports a per-instance via density of 3.04. Fmax landed at 713 MHz. The DRC violation total left in the routed layout is recorded as 0. Setup slack at placement landed at -865 ps.

Number of buffers inserted by port buffering landed at 11. Combined global-route utilization of all metal layers landed at 2.79%.
synthesized netlist by cell type:
library cell and instances:
sky130_fd_sc_hd__o32a_1 1, sky130_fd_sc_hd__nor3_1 3, sky130_fd_sc_hd__a31oi_1 1, sky130_fd_sc_hd__o21ai_1 3, sky130_fd_sc_hd__buf_6 1, sky130_fd_sc_hd__ha_1 7, sky130_fd_sc_hd__mux2i_1 1, sky130_fd_sc_hd__nor2_1 1
sky130_fd_sc_hd__nand2_1 3, sky130_fd_sc_hd__nor3b_1 1, sky130_fd_sc_hd__a211oi_1 1, sky130_fd_sc_hd__and2b_1 2, sky130_fd_sc_hd__buf_4 1, sky130_fd_sc_hd__a21oi_1 5, sky130_fd_sc_hd__nand2b_1 1, sky130_fd_sc_hd__inv_1 6
sky130_fd_sc_hd__mux2_4 1
how the worst max path moves through the flow:
stage         depth (start not counted)    from  slack (ps)         end
CTS                                   6  dig[0]         -10  segment[2]
global route                          7  dig[0]         -50  segment[5]
finish                                7  dig[0]          -2  segment[5]
cell usage in the layout (no fill, tap or decap), drive strengths merged:
cell type,netlist,routed
buf,2,20
ha,7,7
inv,6,6
a21oi,5,5
nand2,3,3
o21ai,3,3
nor3,3,3
and2b,2,2
mux2i,1,1
mux2,1,1
nor3b,1,1
a31oi,1,1
nor2,1,1
nand2b,1,1
a211oi,1,1
o32a,1,1
clkdlybuf4s15,0,1
what timing repair did:
item                                   in CTS  in global routing
resized                                    66                 11
setup buffers                               3                  0
setup endpoints to repair                   7                  6
pin swaps                                   7                  6
endpoints found under the hold margin       0                  0
power by group through the flow:
stage | logic, mW | clock network [mW] | registers [mW]
after CTS | 0.146 | 0 | 0
after global routing | 0.176 | 0 | 0
final | 0.159 | 0 | 0
cells by family (layout without fill, tap and decap cells):
logic type | Yosys count | count (layout)
AND/OR/NAND/NOR | 11 | 11
AND-OR/OR-AND | 11 | 11
multiplexers | 2 | 2
buffers and inverters | 8 | 27
adder cells (fa/ha/maj) | 7 | 7
layout make-up:
| class | count | area (um^2) |
|---|---|---|
| fill | 380 | 2790 |
| multi-input combinational | 31 | 350 |
| timing repair buffer | 21 | 185 |
| tap | 46 | 57.6 |
| inverter | 6 | 32.5 |
layer usage:
metal	up-vias	part of all wire (%)	wire (um)	global-route usage, %
met2	4	51	471	5.38
met1	139	46	425	3.30
li1	173	-	-	-
met4	0	0	0	0
met5	-	0	0	0
met3	0	3.6	34	0.455
stage by stage:
step	hold slack, ps	std cells	setup TNS [ps]	util [%]	total power [mW]
finish	992	104	-1.80	18.3	0.159
global route	1030	104	-87.4	18.3	0.176
CTS	995	104	-29.9	16.7	0.146
detailed placement	1740	101	-5760	14.0	0.128
global placement	1720	101	-5710	14.0	0.126
floorplan	647	39	0	-	0.0531
tightest hold or removal path, delay by kind of cell:
kind                   cells  cell delay (ps)
AND/OR/NAND/NOR            1               80
multiplexers               1              140
buffers and inverters      2              210
No activity file was given, so power comes from the tool's default toggle rates.
